`/design/flow/design.v`:
```
module gesture_av(
	output wire [6:0] segments,
	output wire [6:0] volumeLEDs,
	output wire [6:0] frequencySegments [2],
	input wire button,
	input wire Clock, nReset
);
typedef enum logic {BUTTON_ON, BUTTON_OFF} button_state_t;
button_state_t prevButtonState;
logic [3:0] count;
logic [2:0] volume;
always_ff @ (
	posedge Clock,
	negedge nReset) begin
	if(!nReset) begin
		count <= 0;
		prevButtonState <= BUTTON_OFF;
	end
	else begin
		if(prevButtonState == BUTTON_OFF) begin
			if(!button) begin
				count <= count + 4'b1;
				prevButtonState <= BUTTON_ON;
			end
			else begin
				count <= count;
				prevButtonState <= BUTTON_OFF;
			end
		end
		else begin
			prevButtonState <= !button ? BUTTON_ON : BUTTON_OFF;
			count <= count;
		end
	end
end
assign volume = count % 8;
seven_segment seg1(
	segments,
	count
);
led_volume_display vol_disp(
	volumeLEDs,
	volume
);
seg_frequency_display freq_disp(
	frequencySegments,
	{count,~count}
);
endmodule
module led_volume_display(
		output logic [6:0] leds,
		input logic [2:0] volume
);
always_comb begin
	case(volume)
		0:	leds = 7'b0000000;
		1:	leds = 7'b0000001;
		2:	leds = 7'b0000011;
		3:	leds = 7'b0000111;
		4:	leds = 7'b0001111;
		5:	leds = 7'b0011111;
		6:	leds = 7'b0111111;
		7:	leds = 7'b1111111;
	endcase
end
endmodule
module seg_frequency_display(
	output wire [6:0] segments [2],
	input wire [7:0] frequency
);
seven_segment seg0(
	segments[0],
	frequency[3:0]
);
seven_segment seg1(
	segments[1],
	frequency[7:4]
);
endmodule
module seven_segment(
	output logic [6:0] segments,
	input wire [3:0] num
);
always_comb begin
	case(num)
		0: 		segments = ~7'b0_11_1_11_1;		
		1: 		segments = ~7'b0_00_0_11_0;
		2: 		segments = ~7'b1_01_1_01_1;		
		3: 		segments = ~7'b1_00_1_11_1;		
		4: 		segments = ~7'b1_10_0_11_0;		
		5: 		segments = ~7'b1_10_1_10_1;		
		6: 		segments = ~7'b1_11_1_10_1;		
		7: 		segments = ~7'b0_00_0_11_1;		
		8: 		segments = ~7'b1_11_1_11_1;
		9: 		segments = ~7'b1_10_1_11_1;
		10: 		segments = ~7'b1_11_0_11_1;
		11: 		segments = ~7'b1_11_1_11_1;
		12: 		segments = ~7'b0_11_1_00_1;
		13: 		segments = ~7'b0_11_1_11_1;
		14: 		segments = ~7'b1_11_1_00_1;
		15: 		segments = ~7'b1_11_0_00_1;		
		default: segments = 7'b1_11_1_11_1;
	endcase
end
endmodule
```
`/design/flow/run.sh`:
```
#!/bin/bash
# OpenROAD 26Q1-2900-gdf79404cd8, Yosys 0.63+post, stock flow scripts
make -C /OpenROAD-flow-scripts/flow DESIGN_CONFIG=/design/flow/config.mk WORK_HOME=/design/flow/orfs finish
```
`/design/flow/config.mk`:
```
export PLATFORM = sky130hd
export DESIGN_NAME = gesture_av
export DESIGN_NICKNAME = gesture_av
export VERILOG_FILES = /design/flow/design.v
export SDC_FILE = /design/flow/constraint.sdc
export NUM_CORES = 4
export LEC_CHECK = 1
export CORE_AREA = 10 10 70 70
export DIE_AREA = 0 0 80 80
export SYNTH_HDL_FRONTEND = slang
```
`/design/flow/constraint.sdc`:
```
current_design gesture_av

set clk_period 2.1
set clk_io_pct 0.2

create_clock -name clk0 -period $clk_period [get_ports {Clock}]

set non_clock_inputs [all_inputs -no_clocks]
set_input_delay [expr $clk_period * $clk_io_pct] -clock clk0 $non_clock_inputs
set_output_delay [expr $clk_period * $clk_io_pct] -clock clk0 [all_outputs]
```
==> run_summary.xml <==
<?xml version="1.0" encoding="UTF-8"?>
<metrics>
  <group name="die">
    <metric name="fp_util" unit="%">19.0</metric>
    <metric name="die_x" unit="microns">80</metric>
    <metric name="die-height" unit="microns">80</metric>
    <metric name="die_area" unit="sq um">6400</metric>
    <metric name="row_count" unit="">21</metric>
    <metric name="core" unit="sq um">3420</metric>
    <metric name="top_level_ports" unit="">31</metric>
  </group>
  <group name="critical_path">
    <metric name="timing.critical_path.cells" unit="">inv_2, buf_4, ha_4, nand2b_4, o21ai_0, a21oi_1, dlygate4sd2_1</metric>
    <metric name="gate_family_responsible_for_the_most_delay_along_the_worst_path" unit="">buffers and inverters</metric>
    <metric name="critical_path_cell_count" unit="">7</metric>
    <metric name="cp.buffers_inverters" unit="">3</metric>
    <metric name="startpoint" unit="">count[0]</metric>
    <metric name="timing_worst_setup_path_type" unit="">reg -&gt; out</metric>
    <metric name="cp.required" unit="ns">1.68</metric>
    <metric name="timing.reg2reg.setup_slack" unit="ns">0.79</metric>
    <metric name="timing.rr.end" unit="">count[2]</metric>
    <metric name="r2r_start" unit="">count[1]</metric>
    <metric name="start_kind" unit="">register</metric>
    <metric name="timing.critical_path.slowest_stage_cell" unit="">dfrtp_1</metric>
    <metric name="cp_slowest_stage_delay" unit="ns">0.36</metric>
    <metric name="worstRegToRegCells" unit="">6</metric>
    <metric name="path_max_fanout" unit="">3</metric>
    <metric name="worst_ep_arrival_time" unit="ns">1.64</metric>
    <metric name="endpoint_kind" unit="">primary output</metric>
  </group>
  <group name="power">
    <metric name="p_total" unit="mW">2.06</metric>
    <metric name="vdd_drop_max" unit="uV">489</metric>
    <metric name="p_per_area" unit="nW/um^2">1640</metric>
    <metric name="power_leakage" unit="nW">0.651</metric>
  </group>
  <group name="clock_tree">
    <metric name="clock_tree_from_tritoncts" unit="">done</metric>
    <metric name="cts_max_level" unit="">1</metric>
    <metric name="post_cts_hold_buffer_count" unit="">0</metric>
    <metric name="cts-buffers-inserted" unit="">3</metric>
    <metric name="cts.clk_slew.worst_paths" unit="ns">0.04</metric>
    <metric name="cts.root.buffer_cell" unit="">clkbuf_4</metric>
    <metric name="numClockSinks" unit="">5</metric>
    <metric name="clk_latency" unit="ns">0.24</metric>
    <metric name="clock_tree.buffer_depth" unit="">2</metric>
  </group>
  <group name="global_routing">
    <metric name="vias_in_the_first_global_route" unit="">675</metric>
    <metric name="global_route_wire_length_before_repair" unit="microns">3190</metric>
    <metric name="antenna_found_initial" unit="">0</metric>
    <metric name="grt_overflow" unit="">0</metric>
    <metric name="grt_usage" unit="%">5.96</metric>
    <metric name="grt_start_max_net_pins" unit="">14</metric>
  </group>
  <group name="cells_and_area">
    <metric name="layout.cells.most_common" unit="">buf_4</metric>
    <metric name="utilization" unit="%">36.8</metric>
    <metric name="most-common-layout-cells" unit="">buf_4, dlygate4sd2_1, clkdlybuf4s50_1, dlymetal6s2s_1, nand2_1</metric>
    <metric name="area_growth" unit="%">93.1</metric>
    <metric name="final_layout_size_suffix_gt1_share" unit="%">43.4</metric>
    <metric name="design_area" unit="sq um">1260</metric>
  </group>
  <group name="drt">
    <metric name="dr.pass1.iters" unit="">4</metric>
    <metric name="detail_route.iter0.violations" unit="">30</metric>
    <metric name="drc_errors" unit="">0</metric>
    <metric name="route.antenna.diode_count" unit="">0</metric>
    <metric name="num_vias" unit="">680</metric>
    <metric name="route.detailed.vias_per_inst" unit="">4.05</metric>
    <metric name="ant_nets" unit="">0</metric>
    <metric name="avgRoutedWirePerCell" unit="microns">12.5</metric>
    <metric name="wl" unit="microns">2100</metric>
  </group>
  <group name="synth">
    <metric name="yosysSeqAreaShare" unit="%">19.4</metric>
    <metric name="netlist-cell-type-count" unit="">26</metric>
    <metric name="yosysChipArea" unit="sq um">651</metric>
    <metric name="synthesis.area_per_instance" unit="sq um">8.03</metric>
    <metric name="synthesis.area" unit="sq um">651</metric>
    <metric name="yosys.area.top_type_share" unit="%">17.3</metric>
    <metric name="synth.yosys.warnings" unit="">0</metric>
    <metric name="top_area_cell" unit="">ha_1</metric>
    <metric name="ys_ff" unit="">5</metric>
    <metric name="ys_cells" unit="">81</metric>
    <metric name="netlist_instances" unit="">81</metric>
    <metric name="synth.area.top_cells" unit="">ha_1, dfrtp_1, buf_4</metric>
  </group>
  <group name="worst_hold_path">
    <metric name="holdCritPathClass" unit="">in -&gt; async</metric>
  </group>
  <group name="timing">
    <metric name="period_needed" unit="ns">2.06</metric>
    <metric name="setup-violations-final" unit="">0</metric>
    <metric name="timing.final.crit_share" unit="%">97.9</metric>
    <metric name="drv_slew" unit="">0</metric>
    <metric name="transition_time_of_the_tightest_slew_check_pin" unit="ns">0.316</metric>
    <metric name="setup_ws" unit="ns">0.0434</metric>
    <metric name="max-slew-margin-rel" unit="%">78.9</metric>
    <metric name="setup_repair_after_global_routing_missed_its_margin" unit="">true</metric>
    <metric name="final.hold.worst_slack" unit="ns">0.396</metric>
    <metric name="finalClockSkew" unit="ns">0.000238</metric>
    <metric name="max_freq" unit="MHz">486</metric>
    <metric name="timing_hold_violations_final" unit="">0</metric>
  </group>
  <group name="placed_design">
    <metric name="detailedPlacementHpwl" unit="microns">1560</metric>
    <metric name="preCtsSetupSlack" unit="ns">-0.00286</metric>
    <metric name="finalWeightedCongestion" unit="">0.819</metric>
    <metric name="dpl-instance-area" unit="sq um">993</metric>
    <metric name="io_buffers" unit="">30</metric>
  </group>
  <group name="status">
    <metric name="outcome" unit="">finished, final reports clean</metric>
  </group>
  <group name="job">
    <metric name="openroad.warnings" unit="">34</metric>
    <metric name="timing.max_cap.violations" unit="">0</metric>
  </group>
</metrics>
[layout make-up]
cell class                      instances  area, sq um
Clock buffer                            4         26.3
Inverter                                6         22.5
Timing Repair Buffer                   50          468
Fill cell                             343         2160
Multi-Input combinational cell         57          552
Tap cell                               46         57.6
Sequential cell                         5          130
[kinds of logic (layout without fill, tap and decap cells)]
family,Yosys count,in the layout,synth area share (%)
muxes,6,6,9.42
AOI/OAI and AO/OA,16,16,15.0
adders and majority gates,9,9,17.3
and+or+nand+nor,24,24,17.7
DFF,5,5,19.4
xor gates and xnor gates,2,2,2.69
buffers and inverters,19,60,18.5
[power by group]
part,internal (mW),switching (mW)
clock,0.0718,0.0382
sequential,0.140,0.0927
combinational,1.06,0.655
[layer usage]
metal | track usage [%] | part of all wire [%] | vias to the layer above
li1 | - | - | 344
met1 | 7.08 | 43 | 318
met2 | 9.95 | 48 | 18
met3 | 2.50 | 9.6 | 0
met4 | 0.880 | 0 | 0
met5 | 0 | 0 | -
[flip-flops by register name, indices dropped and copies added, names as in the netlist]
name	flops
prevButtonState	1
count	4
[Yosys cell counts]
cell type and number:
inv_2 1, mux2i_1 5, o211a_1 2, ha_1 9
inv_1 5, buf_4 8, nand2b_1 2, and2_1 2
o21ai_1 2, nor3_1 1, nand2_1 8, nor2b_1 2
nor2_1 5, o21ai_0 4, o31ai_1 2, dfstp_2 1
buf_2 3, o211ai_1 1, nand3_1 2, buf_6 2
xnor2_1 2, or3_1 1, dfrtp_1 4, and2b_1 1
a21oi_1 5, mux2_2 1
[metrics by stage]
step / setup TNS [ns] / std cells
5_1_grt: -0.0597 / 168
3_3_place_gp: 0 / 155
6_report: 0 / 168
3_5_place_dp: -0.00286 / 155
2_1_floorplan: 0 / 81
4_1_cts: -0.726 / 162
[repair_timing]
item | 4_1_cts | 5_1_grt
pin swaps | 5 | 5
gates resized | 34 | 28
endpoints found under the setup margin | 21 | 17
hold endpoints to repair | 0 | 0
setup buffers | 3 | 6
[how the worst max path moves through the flow]
stage and endpoint:
6_report segments[3], 5_1_grt segments[3], 4_1_cts frequencySegments[3]
No activity file was given, so power comes from the tool's default toggle rates.
